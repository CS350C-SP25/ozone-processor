`design/flow/design.v`:
```
package reg_pkg;
    parameter int NUM_ARCH_REGS = 32;
    parameter int ADDR_BITS = 64;
    parameter int NUM_PHYS_REGS = 128;
    parameter int WORD_SIZE = 64;
    typedef struct packed {
        logic [$clog2(NUM_PHYS_REGS) - 1: 0]    index_in;
        logic                                   en;
        logic [WORD_SIZE-1:0]                   data_out;
    } RegFileReadPort;
    typedef struct packed {
        logic [$clog2(NUM_PHYS_REGS) - 1: 0]    index_in;
        logic                                   en;
        logic [WORD_SIZE-1:0]                   data_in;
    } RegFileWritePort;
    typedef struct packed {
        logic valid;
        logic [$clog2(NUM_PHYS_REGS) - 1: 0]    index_in;
        logic [3:0] nzcv;  
    } NZCVWritePort;
endpackage
import reg_pkg::*;
module reg_map #(
    parameter NUM_ARCH_REGS = reg_pkg::NUM_ARCH_REGS,
    parameter NUM_PHYS_REGS = reg_pkg::NUM_PHYS_REGS
)(
    input   logic                               clk,
    input   logic                               rst,  
    input   logic [1:0]                         commit_in,  
    input   logic [1:0] [$clog2(NUM_ARCH_REGS)-1:0]   rename_arch_in,  
    input   logic [1:0] [$clog2(NUM_PHYS_REGS)-1:0]   rename_phys_in,  
    input   logic [3:0] [$clog2(NUM_ARCH_REGS)-1:0]   read_arch_in,  
    output  logic [3:0] [$clog2(NUM_PHYS_REGS)-1:0]   phys_regs_out  
);
    logic [$clog2(NUM_PHYS_REGS)-1:0] register_mapping [NUM_ARCH_REGS-1:0];
    always_ff @(posedge clk) begin
        if (rst) begin
            for (int i = 0; i < NUM_ARCH_REGS; i++) begin
                register_mapping[i] <= i[$clog2(NUM_PHYS_REGS)-1:0];  
            end
        end else begin
            if (commit_in[1])
                register_mapping[rename_arch_in] <= rename_phys_in[1];
            if (commit_in[0])
                register_mapping[rename_arch_in] <= rename_phys_in[0];
        end
        phys_regs_out <= {  
                            register_mapping[read_arch_in[3]],
                            register_mapping[read_arch_in[2]],
                            register_mapping[read_arch_in[1]],
                            register_mapping[read_arch_in[0]]
                        };
    end
endmodule
```
`design/flow/run.sh`:
```
#!/bin/bash
# OpenROAD 26Q1-2900-gdf79404cd8, Yosys 0.63+post, stock flow scripts
make -C /OpenROAD-flow-scripts/flow DESIGN_CONFIG=/design/flow/config.mk WORK_HOME=/design/flow/orfs finish
```
`design/flow/config.mk`:
```
export PLATFORM = sky130hd
export DESIGN_NAME = reg_map
export DESIGN_NICKNAME = reg_map
export VERILOG_FILES = /design/flow/design.v
export SDC_FILE = /design/flow/constraint.sdc
export NUM_CORES = 4
export LEC_CHECK = 1
export CORE_UTILIZATION = 40
```
`design/flow/constraint.sdc`:
```
current_design reg_map

set clk_period 4.0
set clk_io_pct 0.2

create_clock -name clk0 -period $clk_period [get_ports {clk}]

set non_clock_inputs [all_inputs -no_clocks]
set_input_delay [expr $clk_period * $clk_io_pct] -clock clk0 $non_clock_inputs
set_output_delay [expr $clk_period * $clk_io_pct] -clock clk0 [all_outputs]
```
==> run notes <==
Status on the layout run. Number of hold violations in the final report landed at 0. For reference, the mux area share after synthesis is 0.416. Number of cell instances on the worst register-to-register path landed at 3.

Post-synthesis chip area from yosys landed at 0.0161 mm^2. Post-route clock period utilization landed at 0.689. Post-CTS setup repair buffer count landed at 0. In this run the power density over the cells is 399 mW/mm^2. In the synthesized netlist the dominant register cell turns out to be sky130_fd_sc_hd__edfxtp_1. The first TritonRoute pass finished after 5 iterations. As reported, the later end of the worst-skew pair has a clock insertion delay of 560 ps. The via count of the first global-routing pass is 11200.

Sequential share of the synthesized area landed at 0.454. Half-perimeter wire length of the detailed placement result landed at 34.9 mm. The initial antenna violation count came to 0. Of all cell types, the one taking the most synthesized area is sky130_fd_sc_hd__edfxtp_1. Number of buffers added to fix hold violations after cts landed at 0. The placement summary gives the final routability congestion estimate as 0.962. Combinational cell fraction of total power landed at 0.181.

Pre-placement core utilization landed at 0.405. The synthesis report gives the async set-or-reset register share as 0. Worst setup slack before clock tree synthesis landed at 703 ps. TritonCTS built the clock tree. Largest net degree at the start of global routing landed at 57. Total length of routed wires landed at 49.8 mm.

Number of buffers added by the clock tree synthesis step landed at 28. Antenna violation net count after detailed routing landed at 0. Per the post-CTS timing run, clock transition at the registers of the reported paths is 60 ps.

The synthesized netlist handed to floorplanning was reported with a cell count of 994. After synthesis, the mean cell area works out to 16.2 um^2. The worst pin sits at a relative slew slack of 0.343. The flow ran to the end, and the final reports show no timing, DRC or antenna violations. Max-slew violation count landed at 0. Internal power contribution landed at 5.53 mW. Routed length per instance landed at 31.3 um. By instance count after routing, the leading logic cell type is sky130_fd_sc_hd__mux4_2. The core region is 0.0396 mm^2.

Net switching power of the design landed at 1.84 mW. Simple-gate area share of the yosys netlist landed at 0.0937. The report lists the number of standard-cell rows as 73. Die boundary width landed at 202 um. TritonRoute reported its final design rule violation total as 0. Number of cells in the yosys synthesis report landed at 994. Sorting the synthesized cells by area gives the leading types as sky130_fd_sc_hd__edfxtp_1, sky130_fd_sc_hd__mux4_2, sky130_fd_sc_hd__dfxtp_1. The die covers 0.0410 mm^2.

STA classifies the critical path startpoint as an input pin. Time the worst path needs with I/O delays and setup landed at 2760 ps. Final clock skew landed at 13.6 ps. The detailed router placed 10400 vias in this run. Synthesized area landed at 0.0161 mm^2. The end-of-flow timing check tallies setup violations at 0. Of the total power, the clock network draws 0.382. At the worst endpoint, the required time is 4200 ps. In the synthesized netlist, the dominant kind of combinational cell is multiplexers. The top cell types in the final layout, fill and taps aside, are sky130_fd_sc_hd__mux4_2, sky130_fd_sc_hd__edfxtp_1, sky130_fd_sc_hd__nor2_1. Maximum fanout along the worst path landed at 20.

After synthesis, the netlist uses 23 different library cells. For reference, the critical path is captured by register_mapping[20][1]. In this run, the synthesized area fraction spent on adder and majority cells is recorded as 0. The finished cells cover 0.0185 mm^2.

Standby leakage power landed at 5.88 nW. Data arrival time of the worst path landed at 2960 ps. In the global route stage, overall resource usage came out at 0.274. The placed instances occupy a cell area of 0.0175 mm^2. Fraction of synthesized cell area taken by the top area cell type landed at 0.419.

Looking at the reg2reg group, the worst path ends at phys_regs_out[10]. Area fraction in compound gates landed at 0.00109. Top-level I/O count landed at 76. Detail-routed via count per cell landed at 6.53. The warning tally printed by Yosys for this design is 1. Number of buffer cells added on primary ports landed at 70. Least setup slack across all paths after layout landed at 1240 ps.

The most critical min-delay path falls under reg2reg. For reference, the critical path is launched at rename_arch_in[0]. STA classifies the critical path endpoint as a flip-flop.

The synthesized design contains 224 enable-type register cells. In this run the clock root is driven by a sky130_fd_sc_hd__clkbuf_16. Minimum setup slack among reg-to-reg paths landed at 2040 ps. Global routing finished with a remaining overflow of 0.

For this run, the top clock speed supported by timing is 363 MHz. Parity-gate share of the synthesized area counting xor and xnor cells landed at 0. Of the total power, the share spent switching nets is 0.250. H-tree level count landed at 1.

Total tool warning count landed at 30. Number of violations of the max-capacitance limit landed at 0. TritonCTS sink count landed at 252. Wire length of the first global-routing pass landed at 73.0 mm.

Of the cells placed in the final design, the portion with a size suffix greater than 1 is 0.401. Post-CTS repair ended up resizing 0 cells. Number of buffers on the longest clock path landed at 3. Once iteration 0 of detailed routing completed, the report listed 712 DRC markers. Post-route setup TNS landed at 0 ps.

Number of antenna diodes landed at 0. Maximum vdd ir drop landed at 0.358 mV. After synthesis the netlist holds a flip-flop and latch count of 252. Chip height landed at 202 um. Looking at the setup timing report, the critical path kind is in2reg. In this run the critical register-to-register path is launched from register_mapping[15][3].

Slew at the pin closest to its max-slew limit landed at 976 ps. Part of the total power dissipated in sequential elements landed at 0.436. Post-synthesis to final-layout area growth landed at 15.0%. Setup repair after global routing left no endpoint under its margin.
==> layout make-up <==
class	instances	area (um^2)
Fill cell	3374	21200
Multi-Input combinational cell	634	8300
Sequential cell	252	7290
Timing Repair Buffer	127	1210
Clock buffer	38	810
Tap cell	525	657
Clock inverter	14	209
Inverter	2	7.51
==> flip-flops by register name (all words and copies together) (netlist names) <==
signal / cells
register_mapping: 224
phys_regs_out: 28
==> per-layer routing <==
| metal | share of wire | wire length, um | GRT usage |
|---|---|---|---|
| met3 | 0.16 | 8120 | 0.192 |
| met5 | 0.0015 | 73 | 0.0119 |
| met4 | 0.034 | 1700 | 0.0736 |
| met1 | 0.34 | 16800 | 0.346 |
| met2 | 0.46 | 23100 | 0.395 |
==> cells in the mapped netlist (2+ instances only) <==
| master | instances |
|---|---|
| sky130_fd_sc_hd__inv_1 | 2 |
| sky130_fd_sc_hd__nor2_1 | 144 |
| sky130_fd_sc_hd__buf_1 | 28 |
| sky130_fd_sc_hd__and3b_1 | 3 |
| sky130_fd_sc_hd__mux2_2 | 28 |
| sky130_fd_sc_hd__clkbuf_1 | 49 |
| sky130_fd_sc_hd__nor4_1 | 16 |
| sky130_fd_sc_hd__nand3b_1 | 3 |
| sky130_fd_sc_hd__nand2b_1 | 61 |
| sky130_fd_sc_hd__dfxtp_1 | 28 |
| sky130_fd_sc_hd__buf_2 | 9 |
| sky130_fd_sc_hd__mux2i_1 | 7 |
| sky130_fd_sc_hd__nor3b_1 | 3 |
| sky130_fd_sc_hd__edfxtp_1 | 224 |
| sky130_fd_sc_hd__buf_6 | 20 |
| sky130_fd_sc_hd__nand2_1 | 52 |
| sky130_fd_sc_hd__nand4_1 | 32 |
| sky130_fd_sc_hd__mux4_2 | 280 |
==> critical path, stage by stage <==
cell,delay (ps)
sky130_fd_sc_hd__clkdlybuf4s50_1,450
sky130_fd_sc_hd__inv_1,650
sky130_fd_sc_hd__nand4_1,530
sky130_fd_sc_hd__nand2b_1,530
==> kinds of logic (layout without fill, tap and decap cells) <==
| family | Yosys count | in the layout |
|---|---|---|
| buffers and inverters | 108 | 181 |
| flip-flops | 252 | 252 |
| multiplexers | 315 | 315 |
| AND/OR/NAND/NOR | 317 | 317 |
| AND-OR/OR-AND | 2 | 2 |
==> stage by stage <==
step	instances	util	hold slack [ps]	power, mW
4_1_cts	1592	0.466	1010	7.41
5_1_grt	1592	0.466	1040	7.60
2_1_floorplan	994	-	921	4.05
3_3_place_gp	1540	0.441	978	4.59
6_report	1592	0.466	1010	7.37
3_5_place_dp	1540	0.441	983	4.60
==> power groups by stage <==
stage | Combinational, mW | Clock [mW] | Sequential (mW)
CTS | 1.34 | 2.85 | 3.21
global route | 1.40 | 2.95 | 3.24
finish | 1.34 | 2.82 | 3.22
==> worst min path at each step <==
stage                 startpoint               end  slack (ps)  cells after the start
4_1_cts   register_mapping[0][1]  phys_regs_out[8]        1010                      3
6_report  register_mapping[0][1]  phys_regs_out[8]        1010                      3
5_1_grt   register_mapping[0][5]  phys_regs_out[5]        1040                      3
Power and IR drop assume default switching activity.
