[config.mk]
export PLATFORM = sky130hd
export DESIGN_NAME = is_special_float
export DESIGN_NICKNAME = is_special_float
export VERILOG_FILES = /design/flow/design.v
export SDC_FILE = /design/flow/constraint.sdc
export NUM_CORES = 4
export LEC_CHECK = 1
export CORE_AREA = 10 10 70 70
export DIE_AREA = 0 0 80 80
[constraint.sdc]
current_design is_special_float

set clk_period 1.5
set clk_io_pct 0.2

create_clock -name clk0 -period $clk_period

set non_clock_inputs [all_inputs -no_clocks]
set_input_delay [expr $clk_period * $clk_io_pct] -clock clk0 $non_clock_inputs
set_output_delay [expr $clk_period * $clk_io_pct] -clock clk0 [all_outputs]
[design.v]
module is_special_float #(
    parameter int EXPONENT_WIDTH = 8,
    parameter int MANTISSA_WIDTH = 23,
    parameter int IGNORE_SIGN_BIT_FOR_NAN = 1
) (
    input [EXPONENT_WIDTH+MANTISSA_WIDTH+1-1:0] a,
    output is_infinite,
    output is_zero,
    output is_subnormal,
    output is_signaling_nan,
    output is_quiet_nan
);
    wire sign;
    wire [EXPONENT_WIDTH-1:0] exponent;
    wire [MANTISSA_WIDTH-1:0] mantissa;
    assign {sign, exponent, mantissa} = a;
    wire is_E4M3 = EXPONENT_WIDTH == 4 && MANTISSA_WIDTH == 3;   
    wire is_E2M3 = EXPONENT_WIDTH == 2 && MANTISSA_WIDTH == 3;   
    wire is_E3M2 = EXPONENT_WIDTH == 3 && MANTISSA_WIDTH == 2;   
    wire is_E2M1 = EXPONENT_WIDTH == 2 && MANTISSA_WIDTH == 1;   
    wire is_exponent_zero = (exponent == {EXPONENT_WIDTH{1'b0}});
    wire is_exponent_ones = (exponent == {EXPONENT_WIDTH{1'b1}});
    wire is_mantissa_zero = (mantissa == {MANTISSA_WIDTH{1'b0}});
    wire is_mantissa_ones = (mantissa == {MANTISSA_WIDTH{1'b1}});
    wire is_negative = sign == 1'b1;
    wire ignore_sign_bit_for_nan = IGNORE_SIGN_BIT_FOR_NAN == 1;
    assign is_infinite = is_E4M3 || is_E2M3 || is_E3M2 || is_E2M1 ? 1'b0 : is_exponent_ones && is_mantissa_zero;
    assign is_zero = is_exponent_zero && is_mantissa_zero;
    assign is_subnormal = is_exponent_zero && !is_mantissa_zero;
    assign is_signaling_nan = is_E2M3 || is_E3M2 || is_E2M1 ? 1'b0 : (is_E4M3 ? is_exponent_ones && is_mantissa_ones : (is_negative || ignore_sign_bit_for_nan) && is_exponent_ones && (mantissa[MANTISSA_WIDTH-1] == 1'b1));
    assign is_quiet_nan = is_E4M3 || is_E2M3 || is_E3M2 || is_E2M1 ? 1'b0 : (is_negative || ignore_sign_bit_for_nan) && is_exponent_ones && (mantissa[MANTISSA_WIDTH-1] == 1'b0) && !is_mantissa_zero;
endmodule
[run.sh]
#!/bin/bash
# OpenROAD 26Q1-2900-gdf79404cd8, Yosys 0.63+post, stock flow scripts
make -C /OpenROAD-flow-scripts/flow DESIGN_CONFIG=/design/flow/config.mk WORK_HOME=/design/flow/orfs finish
==> summary.rpt <==
IMPLEMENTATION SUMMARY REPORT
----------------------------------------------------
[Status]
  Outcome ........................ finished with violations
  Failing checks ........................ negative setup slack

[Die]
  Floorplan row count ........................ 21
  Chip footprint ........................ 6400 um^2
  I/O pins ........................ 37
  Fp_density ........................ ~4.4%
  Die height ........................ 80 um
  Core ar. ........................ between 3000 and 4000 um^2
  DIE WIDTH ........................ 80 um

[Power and ir drop]
  Design Power ........................ between 90 and 100 uW
  PwrDens ........................ between 150 and 200 nW/um^2
  Leak pwr ........................ around 0.26 nW
  Maximum vdd ir drop ........................ 0.0345 mV

[STA]
  Pins Over Slew Limit ........................ 0
  Unrepaired setup endpoints after global routing ........................ true
  Share of the clock period used by the worst path after layout ........................ 104%
  Min Tclk post-route ........................ 1.56 ns
  Min setup slack post-route ........................ -0.0610 ns
  Rel. slew slack ........................ 83.7%
  Setup violators final ........................ 4
  Upper clock frequency limit ........................ 641 MHz
  Hold violation total from the final report ........................ 0
  Worst Max-Slew Pin Slew ........................ between 0.2 and 0.25 ns

[Worst setup path]
  Crit path DAT ........................ 1.26 ns
  Cell family with the largest share of critical-path delay ........................ simple AND/OR/NAND/NOR gates
  CP Buf/Inv Count ........................ 3
  Cell chain of the critical path ........................ buf_6 > nor4_4 > nand4_1 > buf_4 > nor4_2 > buf_2
  Required time of the critical path ........................ between 1 and 1.5 ns
  Critical path's slowest cell ........................ sky130_fd_sc_hd__nor4_4
  Worst-path maximum fanout ........................ 2
  Startpoint class of the critical path ........................ input port
  Capturing element type of the critical path ........................ primary output
  Worst Path Class, Setup ........................ input port to primary output
  Peak per-stage delay on the critical path ........................ 0.28 ns

[Synth]
  Cell accounting for the most synthesized area ........................ sky130_fd_sc_hd__nor4_2
  Tally of yosys warning messages ........................ 0
  YS chip area ........................ 150 um^2
  Area fraction of the dominant cell type after synthesis ........................ 33.3%
  Commonest cells in the netlist ........................ 4 x sky130_fd_sc_hd__nor4_1, 4 x sky130_fd_sc_hd__nor4_2, 3 x sky130_fd_sc_hd__nand4_1, 3 x sky130_fd_sc_hd__nor3_1, 2 x sky130_fd_sc_hd__nand2_1
  Average footprint of a synthesized cell ........................ 7.15 um^2
  Number of standard cells after synthesis ........................ 21
  Area contributors post-synth ........................ sky130_fd_sc_hd__nor4_2 33%, sky130_fd_sc_hd__nor4_1 17%, sky130_fd_sc_hd__nand4_1 13%
  Tally of unique sky130hd cells used after synthesis ........................ 10
  Number of cells in Yosys stat ........................ 21
  Seq/Total Area, Yosys ........................ 0%
  Netlist area before placement ........................ between 150 and 200 um^2

[Layout]
  Share of the core filled with cells ........................ around 18%
  Post-route cell area ........................ roughly 620 um^2
  Layout Area Growth over Synthesis ........................ 314%
  Number of clock buffer instances in the layout ........................ 0
  Share of post-route cells with drive strength above 1 ........................ just over 80%
  Flop count ........................ 0
  Sequential cell area ........................ 0 um^2

[Detailed routing]
  Number of nets still failing antenna checks after routing ........................ 0
  Average vias per placed instance ........................ between 3 and 4
  Detailed-route wire length per cell ........................ approximately 11 um
  Number of search-and-repair iterations in the first detailed-routing pass ........................ 2
  DRT iter0 DRCs ........................ 9
  Final antenna diode count ........................ 0
  Total wire length ........................ between 1 and 1.5 mm
  Remaining DRCs ........................ 0
  Routed vias ........................ 365

[Global route]
  Number of antenna violations at the first check in global routing ........................ 0
  First-pass GRT wire length ........................ approximately 1.9 mm
  Via count of the first global-routing pass ........................ 416
  Overall global routing resource usage ........................ 3.51%
  GR Overflow Total ........................ 0
  Pin count of the biggest net entering global routing ........................ 3

[Worst hold path]
  Hold Path Class ........................ input port to primary output

[Flow run]
  OpenROAD warning count ........................ 35
  Max cap viols ........................ 0

[Placed design]
  Cell Area, Placed ........................ 591 um^2
  RD Place Congestion ........................ about 0.80
  Port Buf Inserts ........................ 36

[Clock tree]
  Post-cts hold-fix buffer tally ........................ 0

----------------------------------------------------
## path summary, 6_finish.rpt
kind	from	to	slack (ns)	depth (start not counted)
setup / recovery	a[19]	is_infinite	-0.06	6
hold / removal	a[22]	is_quiet_nan	0.98	4
## metal layers
layer	share of wire, %	up-vias	wire length (um)	global-route usage (%)
met4	0	0	0	0
met3	11	0	141	0.682
li1	-	181	-	-
met1	39	167	477	4.42
met2	50	17	610	6.34
met5	0	-	0	0
## timing repair
| action | in CTS | in global routing |
|---|---|---|
| buffers inserted | 3 | 2 |
| gates resized | 139 | 6 |
| pin swaps | 18 | 6 |
| setup endpoints to repair | 5 | 3 |
| hold endpoints to repair | 0 | 0 |
## cell usage in the layout (no fill, tap or decap)
master                             n
sky130_fd_sc_hd__buf_6             6
sky130_fd_sc_hd__nand2_2           1
sky130_fd_sc_hd__nor3_2            1
sky130_fd_sc_hd__and2_4            1
sky130_fd_sc_hd__dlygate4sd2_1     2
sky130_fd_sc_hd__clkdlybuf4s15_1   3
sky130_fd_sc_hd__nor3_4            1
sky130_fd_sc_hd__a21oi_2           1
sky130_fd_sc_hd__clkbuf_2          1
sky130_fd_sc_hd__nor4_4            5
sky130_fd_sc_hd__nand2_1           1
sky130_fd_sc_hd__buf_2            24
sky130_fd_sc_hd__buf_4             8
sky130_fd_sc_hd__a2111oi_4         1
sky130_fd_sc_hd__inv_1             1
sky130_fd_sc_hd__nor4_2            3
sky130_fd_sc_hd__nor3_1            1
sky130_fd_sc_hd__nand4_1           3
sky130_fd_sc_hd__and4_4            1
## power breakdown
group / total, mW / internal (mW) / switching [mW]
combinational: 0.0962 / 0.0565 / 0.0398
sequential: 0 / 0 / 0
clock: 0 / 0 / 0
total: 0.0962 / 0.0565 / 0.0398
## cell families after synthesis
| family | synth area share (%) |
|---|---|
| compound gates | 9.16 |
| simple gates | 88.3 |
| buf+inv | 2.50 |
## area by class of cell
| type | instances | area (um^2) |
|---|---|---|
| multi-input cells | 20 | 260 |
| repair buffers | 44 | 300 |
| fillers | 384 | 2790 |
| inverters | 1 | 3.75 |
| well taps | 46 | 57.6 |
## per-stage QoR
stage | hold WS [ns] | instances | setup TNS, ns | setup slack, ns
6_report | 0.978 | 111 | -0.145 | -0.0610
3_5_place_dp | 1.63 | 106 | -3.60 | -0.850
4_1_cts | 0.981 | 109 | -0.0958 | -0.0958
5_1_grt | 1.01 | 111 | -0.320 | -0.114
2_1_floorplan | 0.617 | 21 | 0 | 0.256
3_3_place_gp | 1.62 | 106 | -3.50 | -0.825
Power is estimated from default activity; no workload was simulated.
